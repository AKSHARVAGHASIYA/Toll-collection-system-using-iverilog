### ./config.mk
export PLATFORM = sky130hd
export DESIGN_NAME = toll_system
export DESIGN_NICKNAME = toll_system
export VERILOG_FILES = /design/flow/design.v
export SDC_FILE = /design/flow/constraint.sdc
export NUM_CORES = 4
export LEC_CHECK = 1
export CORE_AREA = 10 10 110 110
export DIE_AREA = 0 0 120 120
### ./constraint.sdc
current_design toll_system

set clk_period 2.3
set clk_io_pct 0.2

create_clock -name clk0 -period $clk_period [get_ports {clk}]

set non_clock_inputs [all_inputs -no_clocks]
set_input_delay [expr $clk_period * $clk_io_pct] -clock clk0 $non_clock_inputs
set_output_delay [expr $clk_period * $clk_io_pct] -clock clk0 [all_outputs]
### ./design.v
module toll_system(
    input clk,
    input reset,
    input vehicle_detected,
    input [1:0] vehicle_type,      
    input [15:0] card_balance,     
    output reg [15:0] new_balance,
    output reg [7:0] toll_deducted,
    output reg gate_open,
    output reg [2:0] state,        
    output reg [7:0] display_msg   
);
    parameter CAR   = 2'b00;
    parameter TRUCK = 2'b01;
    parameter BIKE  = 2'b10;
    parameter CAR_TOLL   = 50;
    parameter TRUCK_TOLL = 100;
    parameter BIKE_TOLL  = 20;
    parameter IDLE      = 3'b000;
    parameter CHECK     = 3'b001;
    parameter BALANCE   = 3'b010;
    parameter DEDUCT    = 3'b011;
    parameter OPEN_GATE = 3'b100;
    parameter DENY      = 3'b101;
    reg [2:0] next_state;
    always @(posedge clk or posedge reset) begin
        if (reset)
            state <= IDLE;
        else
            state <= next_state;
    end
    always @(*) begin
        next_state = state;
        case (state)
            IDLE: if (vehicle_detected) next_state = CHECK;
            CHECK: next_state = BALANCE;
            BALANCE: if (card_balance >= toll_deducted) next_state = DEDUCT;
                     else next_state = DENY;
            DEDUCT: next_state = OPEN_GATE;
            OPEN_GATE: next_state = IDLE;
            DENY: next_state = IDLE;
        endcase
    end
    always @(posedge clk or posedge reset) begin
        if (reset) begin
            toll_deducted <= 0;
            new_balance   <= 0;
            gate_open     <= 0;
            display_msg   <= " ";  
        end else begin
            case (state)
                IDLE: begin
                    toll_deducted <= 0;
                    gate_open <= 0;
                    display_msg <= "W";  
                end
                CHECK: begin
                    case (vehicle_type)
                        CAR:   toll_deducted <= CAR_TOLL;
                        TRUCK: toll_deducted <= TRUCK_TOLL;
                        BIKE:  toll_deducted <= BIKE_TOLL;
                        default: toll_deducted <= 0;
                    endcase
                    display_msg <= "P";  
                end
                BALANCE: begin
                    display_msg <= "C";  
                end
                DEDUCT: begin
                    new_balance <= card_balance - toll_deducted;
                    display_msg <= "D";  
                end
                OPEN_GATE: begin
                    gate_open <= 1;
                    display_msg <= "O";  
                end
                DENY: begin
                    new_balance <= card_balance;
                    gate_open <= 0;
                    display_msg <= "X";  
                end
            endcase
        end
    end
endmodule
### ./run.sh
#!/bin/bash
# OpenROAD 26Q1-2900-gdf79404cd8, Yosys 0.63+post, stock flow scripts
make -C /OpenROAD-flow-scripts/flow DESIGN_CONFIG=/design/flow/config.mk WORK_HOME=/design/flow/orfs finish
==> results.tsv <==
stage	metric	value	unit
layout	most common logic cell in the routed design	sky130_fd_sc_hd__clkdlybuf4s50_1	
routing	number of antenna repair diodes	0	
yosys	total number of yosys warnings	1	
job	MaxCap Viol Count	0	
worst_hold_path	worst min path class	flip-flop to flip-flop	
routing	number of nets with antenna violations after routing	0	
placed_design	area after detailed placement	2550	sq um
yosys	top cell type by total area after synthesis	sky130_fd_sc_hd__dfrtp_1	
floorplan	Die Ht	120	um
final_timing	max-slew violation count	0	
yosys	number of instances in the synthesized netlist	190	
final_timing	final worst clock skew	0.00253	ns
routing	via count of the routed design	1502	
placed_design	RD Place Congestion	0.812	
power	power per unit of standard cell area	1110	nW/um^2
floorplan	standard cell core area	9770	sq um
final_timing	fin crit period	2.16	ns
layout	post-route cell area	2670	sq um
setup_path	category of the most critical setup path	primary input to flip-flop	
job	stage-log warning count	28	
layout	Area growth syn-to-layout	48.1	%
yosys	Netlist cell types	45	
clocking	CTS Buffer Depth	2	
global_route	vias in the first global route	1562	
setup_path	CP max-delay cell	sky130_fd_sc_hd__clkdlybuf4s50_1	
yosys	total of flip-flops plus latches after synthesis	31	
power	Sw Ratio	34.2	%
power	power dissipated by switching net loads	0.00101	W
final_timing	unrepaired setup endpoints after global routing	no	
setup_path	largest incremental delay on the critical path	0.54	ns
global_route	number of antenna violations at the first check in global routing	0	
setup_path	destination of the worst register-to-register timing path	new_balance[11]$_DFFE_PP0P_	
setup_path	reg-to-reg startpoint	toll_deducted[1]$_DFFE_PP0P_	
power	proportion of power drawn by combinational gates	52.8	%
final_timing	Hold Violations, Final	0	
final_timing	Setup TNS Final	0	ns
placed_design	Port Buf Inserts	52	
setup_path	CP Cell Sequence	clkdlybuf4s50_1 -> ha_4 -> a21o_4 -> a2111oi_4 -> buf_4 -> nand2_1 -> xor2_1 -> o21ai_1	
floorplan	die width	120	um
placed_design	Detail Placement HPWL	3920	um
layout	Top Layout Cells	sky130_fd_sc_hd__clkdlybuf4s50_1, sky130_fd_sc_hd__nand2_1, sky130_fd_sc_hd__dfrtp_1, sky130_fd_sc_hd__o21ai_1, sky130_fd_sc_hd__buf_4	
yosys	area share of the largest cell type after synthesis	41.6	%
setup_path	sort of element at the end of the critical path	flip-flop	
yosys	cells in synth_stat.txt	190	
layout	post-layout util	27.4	%
global_route	GR Util All Layers	6.93	%
routing	number of optimization iterations in the first detailed-route pass	4	
power	Final Power	0.00296	W
routing	DRT Wirelength	4870	um
global_route	residual overflow from global routing	0	
final_timing	Setup-failing EPs final	0	
power	peak ir drop on the vdd network	0.000394	V
final_timing	share of the clock period used by the worst path	94.1	%
floorplan	initial core utilization	18.5	%
yosys	mean instance size in the synthesized netlist	9.50	sq um
routing	initial detailed-routing violation count	42	
clocking	cts hold-fix bufs	0	
final_timing	tightest hold margin	0.470	ns
clocking	setup bufs post-CTS	0	
clocking	number of CTS-inserted buffers	5	
yosys	share of the yosys chip area belonging to registers	43.0	%
yosys	share of async-settable or async-resettable flops after synthesis	100	%
floorplan	number of ports placed on the die boundary	57	
clocking	clock sinks	31	
setup_path	Critical Path Source Type	primary input	
yosys	chip area estimate from yosys synthesis	1810	sq um
setup_path	maximum fanout encountered on the critical timing path	4	
clocking	worst-skew pair later-pin latency	0.28	ns
final_timing	Max Fclk	0.462	GHz
global_route	wire length of the first global-routing pass	8090	um
outcome	run status	finished clean	
setup_path	FF-to-FF setup slack	0.16	ns
power	leakage power of the design	1.12	nW
yosys	EDFF count, synth	0	
setup_path	worst setup path startpoint	card_balance[5]	
routing	number of vias per cell	3.87	
routing	post-route DRC violation count	0	
power	proportion of power drawn by the clock network	16.1	%
yosys	Dominant flop cell	sky130_fd_sc_hd__dfrtp_1	
yosys	Syn Std Cell Area	1810	sq um
setup_path	data arrival time of the worst path	2.37	ns
setup_path	number of cell instances on the worst register-to-register path	9	
floorplan	row count	36	
clocking	clock tree root driver cell	sky130_fd_sc_hd__clkbuf_8	
global_route	maximum number of pins on one net before global-route repair	32	
clocking	TritonCTS clock tree	done	
yosys	Main area contributors	sky130_fd_sc_hd__dfrtp_1, sky130_fd_sc_hd__nand2_1, sky130_fd_sc_hd__ha_1, sky130_fd_sc_hd__o21ai_1, sky130_fd_sc_hd__xor2_1	
power	Sequential Power Share	31.1	%
worst_hold_path	endpoint with the worst hold slack	display_msg[6]$_DFFE_PP0P_	
routing	average wire per standard cell	12.5	um
clocking	Worst-path clk slew	0.07	ns
clocking	H-tree Lvls	2	
floorplan	area enclosed by the die boundary	14400	sq um
layout	fraction of layout cells with a size suffix above 1	13.7	%
worst_hold_path	worst hold stages	1	
power	internal cell power	0.00195	W
setup_path	Crit path required time	2.51	ns
worst_hold_path	critical hold path startpoint	display_msg[6]$_DFFE_PP0P_	
routing by layer:
metal	GRT usage, %	vias to the layer above	part of all wire [%]
met4	0.603	0	0.82
met5	0	-	0
met1	9.38	694	47
li1	-	764	-
met3	2.43	4	7.2
met2	10.9	40	45
cell usage after synthesis, types with 4 or more instances:
cell / instances
sky130_fd_sc_hd__buf_4: 5
sky130_fd_sc_hd__clkbuf_1: 7
sky130_fd_sc_hd__dfrtp_1: 30
sky130_fd_sc_hd__ha_1: 9
sky130_fd_sc_hd__inv_1: 11
sky130_fd_sc_hd__nand2_1: 31
sky130_fd_sc_hd__nand2b_1: 4
sky130_fd_sc_hd__nand3_1: 5
sky130_fd_sc_hd__nor2_1: 7
sky130_fd_sc_hd__o21ai_1: 21
sky130_fd_sc_hd__xor2_1: 11
power by group through the flow:
| stage | logic [W] | clock network (W) | registers (W) |
|---|---|---|---|
| finish | 0.00156 | 0.000475 | 0.000921 |
| global route | 0.00177 | 0.000511 | 0.000968 |
| CTS | 0.00159 | 0.000488 | 0.000929 |
state kept, by name (all words and copies together) (netlist names):
register / cells
new_balance: 16
display_msg: 6
toll_deducted: 5
state: 3
gate_open: 1
cell families (layout without fill, tap and decap cells):
group / after synthesis / in the layout / synth area share (%)
AOI/OAI and AO/OA: 42 / 42 / 16.0
xor gates and xnor gates: 14 / 14 / 6.79
adders and majority gates: 10 / 10 / 7.35
buffers and inverters: 24 / 86 / 6.10
DFF: 31 / 31 / 43.0
muxes: 4 / 4 / 2.29
other: 1 / 4 / 0.208
and+or+nand+nor: 64 / 64 / 18.2
repair_timing:
action,in CTS,in global routing
gates cloned,0,0
setup endpoints to repair,5,4
gates resized,1,7
pin swaps,2,4
critical path, delay by kind of cell:
family | cells | cell delay, ns
buffers and inverters | 2 | 0.74
AOI/OAI and AO/OA | 3 | 0.73
adders and majority gates | 1 | 0.24
xor gates and xnor gates | 1 | 0.14
and+or+nand+nor | 1 | 0.06
stage by stage:
step,instances,worst slack [ns]
floorplan,193,0.0778
global placement,380,-0.421
detailed placement,380,-0.449
CTS,388,0.000780
global route,388,0.0157
finish,388,0.135
worst max-delay path by stage:
stage	end	slack, ns	cells after the start
after global routing	new_balance[13]$_DFFE_PP0P_	0.02	9
after CTS	new_balance[11]$_DFFE_PP0P_	0.0008	11
final	new_balance[11]$_DFFE_PP0P_	0.14	8
final cells by class:
class | instances | area (sq um)
well taps | 133 | 166
repair buffers | 67 | 638
multi-input cells | 138 | 951
inverters | 11 | 41.3
clock buffers | 8 | 100
fillers | 1048 | 7100
flip-flops and latches | 31 | 777
Power figures rest on the tool's default switching activity, not on a simulated workload.
